==> flow/design.v <==
module FSM_RGY_LIGHT(
	input  wire 	   CLOCK_27,
	input  wire [17:0] SW,
	output wire [6:0]  HEX0,
	output wire [17:0] LEDR
);
	wire CLOCK_1HZ;
	wire [2:0] SECOND;
	DIVIDER   d0(CLOCK_27,  SW[17], CLOCK_1HZ);
	RGY_LIGHT r0(CLOCK_1HZ, SW[17], SECOND, LEDR[17], LEDR[13], LEDR[15]);
	SEGMENT   s0(SECOND,	HEX0);
endmodule
module DIVIDER(
	input  wire CLK,
	input  wire RESET,
	output reg  CLK_1HZ
);
	integer DIVIDER;
	always @(posedge RESET or negedge CLK)
		begin
			if(RESET)
				DIVIDER <= 0;
			else
				begin
					if(DIVIDER == 26999999)
						DIVIDER <= 0;
					else
						DIVIDER <= DIVIDER + 1;
					if(DIVIDER < 13500000)
						CLK_1HZ <= 0;
					else
						CLK_1HZ <= 1;
				end
		end
endmodule
module RGY_LIGHT(
	input  wire 	  CLK,
	input  wire 	  RESET,
	output wire [2:0] SEC_SEGMENT,
	output wire 	  RED_LED,
	output wire 	  GREEN_LED,
	output wire 	  YELLOW_LED
);
	parameter [1:0] RED    = 2'b00,
					GREEN  = 2'b01,
					YELLOW = 2'b10;
	reg [1:0] PRE_STATE;
	reg [1:0] NEXT_STATE;
	reg [2:0] SECOND;
	always @(posedge RESET or negedge CLK)
		begin
			if(RESET)
				begin
					PRE_STATE <= RED;
					SECOND    <= 3'b000;
				end
			else
				begin
					PRE_STATE <= NEXT_STATE;
					SECOND 	  <= SECOND + 1'b1;
					if(PRE_STATE == RED)
						begin
							if(SECOND == 3'b100)
								SECOND <= 3'b000;
						end
					else if(PRE_STATE == YELLOW)
						begin
							if(SECOND == 3'b001)
								SECOND <= 3'b000;
						end
					else if(PRE_STATE == GREEN)
						begin
							if(SECOND == 3'b100)
								SECOND <= 3'b000;
						end
				end
		end
	always @(SECOND or PRE_STATE)
		begin
			case(PRE_STATE)
				RED:
					begin
						if(SECOND == 3'b100)
							begin
								NEXT_STATE = YELLOW;
							end
						else
							begin
								NEXT_STATE = RED;
							end
					end
				YELLOW:
					begin
						if(SECOND == 3'b001)
							begin
								NEXT_STATE = GREEN;
							end
						else
							begin
								NEXT_STATE = YELLOW;
							end
					end
				GREEN:
					begin
						if(SECOND == 3'b100)
							begin
								NEXT_STATE = RED;
							end
						else
							begin
								NEXT_STATE = RED;
							end
					end
				default:
					begin
						NEXT_STATE = 2'bxx;
					end
			endcase
		end
	assign RED_LED     = (PRE_STATE == RED)    ? 1'b1 : 1'b0;
	assign GREEN_LED   = (PRE_STATE == GREEN)  ? 1'b1 : 1'b0;
	assign YELLOW_LED  = (PRE_STATE == YELLOW) ? 1'b1 : 1'b0;
	assign SEC_SEGMENT = SECOND;
endmodule
module SEGMENT(
	input  wire [2:0] SECOND,
	output reg  [6:0] DATA
);
	always @( * )
		begin
			case(SECOND)
				4'h0 	:	DATA = 7'b1000000;
				4'h1 	:	DATA = 7'b1111001;
				4'h2 	: 	DATA = 7'b0100100;
				4'h3 	: 	DATA = 7'b0110000;
				4'h4 	: 	DATA = 7'b0011001;
				default : 	DATA = 7'b1111111;
			endcase
		end
endmodule
==> flow/run.sh <==
#!/bin/bash
# OpenROAD 26Q1-2900-gdf79404cd8, Yosys 0.63+post, stock flow scripts
make -C /OpenROAD-flow-scripts/flow DESIGN_CONFIG=/design/flow/config.mk WORK_HOME=/design/flow/orfs finish
==> flow/config.mk <==
export PLATFORM = sky130hd
export DESIGN_NAME = FSM_RGY_LIGHT
export DESIGN_NICKNAME = FSM_RGY_LIGHT
export VERILOG_FILES = /design/flow/design.v
export SDC_FILE = /design/flow/constraint.sdc
export NUM_CORES = 4
export LEC_CHECK = 1
export CORE_UTILIZATION = 40
==> flow/constraint.sdc <==
current_design FSM_RGY_LIGHT

set clk_period 4.2
set clk_io_pct 0.2

create_clock -name clk0 -period $clk_period [get_ports {CLOCK_27}]

set non_clock_inputs [all_inputs -no_clocks]
set_input_delay [expr $clk_period * $clk_io_pct] -clock clk0 $non_clock_inputs
set_output_delay [expr $clk_period * $clk_io_pct] -clock clk0 [all_outputs]
==> summary.txt <==
Log Warnings = 47
Number of I/O pins = 44
# Cells Yosys = 244
Setup repair bufs after CTS = 0
Pre-CTS setup slack = 476 ps
Post-route setup slack = 829 ps
Slew @ Worst Pin = 739 ps
Worst setup EP type = async pin
Max Fanout on Critical Path = 38
Status = finished, final reports clean
Worst vdd ir = 0.000209 V
Max Cap Violations = 0
Congestion Overflow GR = 0
Top FF cell, synth = dfrtn_1
Starting Density = 0.416
Post-synthesis chip area from yosys = 2290 sq um
Syn. warnings = 18
Hold Path Class = register to register
Avg Inst Size Synth = 9.39 sq um
Worst-path cell chain = clkdlybuf4s50_1 > inv_1 > buf_4
Final Hold Fails = 0
Placed insts = 319
Total GRT Usage = 0.164
Critical path data arrival time = 1760 ps
Flops & latches, synth = 39
Synth cell types = 49
Grt peak-use layer = met1
Power, Total = 643 uW
Most frequent cells in the layout = dfrtn_1 (37), nand2_1 (18), nor2_1 (17)
Seq share, synth = 0.429
Nature of the critical path startpoint = input pin
Largest net degree at the start of global routing = 39
Max clock buf depth = 2
CTS tree = done
Routability congestion estimate = 0.861
Reg clk slew, reported paths = 50 ps
Most common logic cell in the routed design = dfrtn_1
Hold buffer count at cts = 0
Fill count = 532
Endpoints left unconstrained = 16
Rel. slew slack = 0.504
ANT cells = 0
H-Tree Depth = 2
Vias/cell = 5.19
Chip area = 6030 sq um
Synth Instances = 244
Num CTS Buffers = 5
Die y size = 77.7 microns
Clk latency late pin = 340 ps
Total number of vias = 1698
Initial antenna violation count = 0
CP peak stage delay = 430 ps
Register pins left without a clock = 6
Number of DRC markers in iteration 0 = 92
Reg area = 982 sq um
CP max stage cell = buf_4
Area grow syn2layout = 9.50%
Routed length per instance = 13.8 microns
Logic area = 1130 sq um
GR Layer Usage met1 = 0.275
Fin Setup TNS = 0 ps
RSZ-0062 raised after global routing = false
Hold Worst Slack = 439 ps
Number of setup violations in the final report = 0
Drt pass-1 iters = 4
Row cnt = 27
Fin cells = 327
Required @ worst endpoint = 2590 ps
Chip Width = 77.7 microns
Half-perimeter wire length after placement = 3190 microns
WP buf/inv = 3
Clock skew = 50.2 ps
First-pass GRT wire length = 7630 microns
Drc violations = 0
Final wirelength = 4520 microns
Power Dens Cells = 256 nW/um^2
Asr flop ratio synth = 0.974
Critical path class = input pin to async pin
Clock Tree Root = clkbuf_8
Core area = 5510 sq um
Port Buffer Count = 11
Number of enable flip-flop cells = 1
Post-Syn Area = 2290 sq um
Post-route ant nets = 0
Layout cell share with drive strength beyond 1 = 0.0863
Leak = 0.00108 uW
M3 GR Usage = 0.0323
Max Slew Vio Count = 0
GR met2 Demand/Resource = 0.236
Post-CTS resize count = 0
Vias in the first global route = 1590
Crit-path leading delay family = buffers and inverters
-- cells by family after synthesis --
family | share of synthesized area
other cells | 0.00164
fa+ha+maj | 0.0328
flops | 0.429
buf+inv | 0.0988
xor+xnor | 0.0765
simple gates | 0.269
compound gates | 0.0928
-- area by class of cell --
type                       count  area share
clock buffer                   7      0.0474
clock inverter                 2     0.00349
inverter                      11      0.0165
multi-input combinational    182       0.452
sequential                    39       0.392
tap                           72      0.0359
timing repair buffer          14      0.0529
-- layer usage --
layer	up-vias	part of all wire
li1	857	-
met1	812	0.52
met2	27	0.45
met3	2	0.030
met4	0	0.0053
met5	-	0
-- synthesized netlist by cell type (2+ instances only) --
library cell  instances  area share
nand2_1              18       0.029
and3b_1               2      0.0076
xnor2_1              10       0.038
and4_1                3       0.011
o21ai_0              13       0.028
inv_1                12       0.020
nor2b_1               2      0.0055
buf_6                 2      0.0098
o31ai_1               2      0.0066
a21oi_1              13       0.028
xor2_1               10       0.038
or3_1                 7       0.019
buf_4                19       0.062
nor2_1               17       0.028
o211ai_1              2      0.0066
nand3_1               9       0.020
dfrtn_1              37        0.40
clkbuf_1              3      0.0049
nand4_1              15       0.041
nor3_1                8       0.017
nor4_1                6       0.016
or4_4                 2      0.0098
ha_1                  6       0.033
-- worst paths after layout --
path                            slack (ps)        endpoint           from  depth (start not counted)
worst min-delay path                   440   d0.DIVIDER[0]  d0.DIVIDER[0]                          1
worst max register to register        2010   d0.DIVIDER[5]  d0.DIVIDER[0]                          6
min in group asynchronous             2990   d0.DIVIDER[3]         SW[17]                          3
max in group clk0                      840      d0.CLK_1HZ         SW[17]                          2
worst max-delay path                   830  d0.DIVIDER[21]         SW[17]                          3
worst min register to register         440   d0.DIVIDER[0]  d0.DIVIDER[0]                          1
-- through the flow --
stage          cell area (sq um)   util
2_1_floorplan               2340      -
3_3_place_gp                2380  0.433
3_5_place_dp                2380  0.433
4_1_cts                     2510  0.456
5_1_grt                     2510  0.456
6_report                    2510  0.456
-- state kept, by name (all words and copies together) (netlist names) --
name / cells
d0.CLK_1HZ: 1
r0.PRE_STATE: 3
r0.SECOND: 3
d0.DIVIDER: 32
-- report_power, final --
part	internal [uW]	switching (uW)	leakage, uW
combinational	1.51	7.60	0.000486
clock	189	122	0.0000698
sequential	323	0.360	0.000529
total	513	130	0.00108
-- worst register-to-register path, stage by stage, from the launching register on --
cell     delay, ps
dfrtn_1        490
ha_1           230
and3_2         230
nand3_1        220
nor4_4         490
buf_4          260
o21ai_0        110
Power figures rest on the tool's default switching activity, not on a simulated workload.
