==> design.v <==
module flash_top(wb_clk_i, wb_rst_i, wb_cyc_i, wb_adr_i, wb_dat_i, wb_we_i, wb_sel_i, wb_stb_i, wb_dat_o, wb_ack_o,
				flash_adr_o, flash_dat_i, flash_rst, flash_oe, flash_ce, flash_we);
	input  wire							wb_clk_i;			 
	input  wire 						wb_rst_i;			 
	input  wire [31:0]					wb_adr_i;			 
	output reg  [31:0]					wb_dat_o;			 
	input  wire [31:0]					wb_dat_i;			 
	input  wire [3:0]					wb_sel_i;			 
	input  wire							wb_we_i;			 
	input  wire							wb_stb_i;			 
	input  wire							wb_cyc_i;			 
	output reg							wb_ack_o;			 
	output reg	[31:0]					flash_adr_o;		 
	input  wire [7:0]					flash_dat_i;		 
	output wire							flash_rst;			 
	output wire 						flash_oe;			 	
	output wire 						flash_ce;			 
	output wire 						flash_we;			 
	reg  [3:0]							waitstate;
	wire [1:0]							adr_low;
	wire wb_acc = wb_cyc_i & wb_stb_i;						 
	wire wb_rd	= wb_acc & !wb_we_i;						 
	assign flash_ce = !wb_acc;
	assign flash_oe = !wb_rd;
	assign flash_we = 1'b1;
	assign flash_rst = !wb_rst_i;
	always @(posedge wb_clk_i)
		begin
			if(wb_rst_i == 1'b1)
				begin
					waitstate	<= 	4'h0;
					wb_ack_o  	<= 	1'b0;
				end
			else if(wb_acc == 1'b0)
				begin
					waitstate	<= 	4'h0;
					wb_ack_o  	<= 	1'b0;
					wb_dat_o  	<= 	32'h00000000;
				end
			else if(waitstate == 4'h0)
				begin
					wb_ack_o  	<= 	1'b0;
					if(wb_acc)
						waitstate	<=	waitstate + 4'h1;
					flash_adr_o	<= {10'b0000000000, wb_adr_i[21:2], 2'b00};
				end
			else
				begin
					waitstate	<=	waitstate + 4'h1;
					if(waitstate == 4'h3)
						begin
							wb_dat_o[31:24]	<=	flash_dat_i;
							flash_adr_o	<= {10'b0000000000, wb_adr_i[21:2], 2'b01};							
						end
					else if(waitstate == 4'h6)
						begin
							wb_dat_o[23:16]	<=	flash_dat_i;
							flash_adr_o	<= {10'b0000000000, wb_adr_i[21:2], 2'b10};							
						end
					else if(waitstate == 4'h9)
						begin
							wb_dat_o[15:8]	<=	flash_dat_i;
							flash_adr_o	<= {10'b0000000000, wb_adr_i[21:2], 2'b11};							
						end
					else if(waitstate == 4'hc)
						begin
							wb_dat_o[7:0]	<=	flash_dat_i;
							wb_ack_o		<=	1'b1;
						end
					else if(waitstate == 4'hc)
						begin
							wb_ack_o		<=	1'b0;
							waitstate		<=	4'h0;
						end
				end		
		end
endmodule
==> run.sh <==
#!/bin/bash
# OpenROAD 26Q1-2900-gdf79404cd8, Yosys 0.63+post, stock flow scripts
make -C /OpenROAD-flow-scripts/flow DESIGN_CONFIG=/design/flow/config.mk WORK_HOME=/design/flow/orfs finish
==> config.mk <==
export PLATFORM = sky130hd
export DESIGN_NAME = flash_top
export DESIGN_NICKNAME = flash_top
export VERILOG_FILES = /design/flow/design.v
export SDC_FILE = /design/flow/constraint.sdc
export NUM_CORES = 4
export LEC_CHECK = 1
export CORE_UTILIZATION = 40
==> constraint.sdc <==
current_design flash_top

set clk_period 5.1
set clk_io_pct 0.2

create_clock -name clk0 -period $clk_period [get_ports {wb_clk_i}]

set non_clock_inputs [all_inputs -no_clocks]
set_input_delay [expr $clk_period * $clk_io_pct] -clock clk0 $non_clock_inputs
set_output_delay [expr $clk_period * $clk_io_pct] -clock clk0 [all_outputs]
==> deck_impl_summary.md <==
Implementation Results

Synth
  • Post-Synthesis Cells: 120
  • Synthesized area: 2160 um^2
  • Post-synth ARST share: 0%
  • Flip-flops with a built-in enable: 54
  • Syn Area/Cell: 18.0 um^2
  • Count of different cell masters after synthesis: 25
  • Yosys warns: 1
  • Post-synth regs: 59
  • Yosys stat cell total: 120
  • Main flop type: edfxtp_1
  • Seq share, synth: 79.9%
  • YS chip area: 2160 um^2

Routing
  • Post-route DRC violation count: 0
  • DR pass1 iterations: 4
  • Initial DRC count: 49
  • Via count: 1324
  • Via-per-instance ratio: 4.52
  • Drt wl/cell: 14.5 um
  • Antenna cells: 0
  • Detail Route Antenna Nets: 0
  • Final wirelength: 4.25 mm

Clock tree
  • CTS clk-pin slew, worst paths: 0.06 ns
  • TritonCTS buffer count: 9
  • CTS sink count: 59
  • Post-CTS Hold Fix Bufs: 0
  • CTS tree: built
  • Clock Path Buffers: 2
  • Setup bufs post-CTS: 0
  • Late-Pin Clk Latency: 0.32 ns
  • Root Buffer: clkbuf_8
  • Post-cts repair resize count: 0
  • # H-tree levels: 3

Floorplanning
  • I/O pin total: 150
  • Die area: 5690 um^2
  • Core Footprint: 5140 um^2
  • Die Span X: 75.4 um
  • Initial Util: 41.9%
  • Die y size: 75.4 um
  • Site Rows: 26

Timing
  • Slew @ Worst Pin: 0.826 ns
  • Endpoints failing setup: 0
  • Fmax: 274 MHz
  • Fin crit period: 3.64 ns
  • Final period utilization: 71.4%
  • Post-Route Setup TNS: 0 ns
  • Final hold violations: 0
  • Post-route clock skew: 0.00496 ns
  • Max transition margin: 44.7%
  • RSZ-0062 raised after global routing: no
  • Final tally of max-slew violations: 0

Finish
  • Area Growth Syn to Fin: 51.7%
  • Most numerous logic cells after layout: clkdlybuf4s50_1, edfxtp_1, conb_1
  • Most numerous logic cell after layout: clkdlybuf4s50_1
  • Proportion of layout cells with a drive suffix above 1: 9.87%
  • Post-layout util: 63.6%

Global route
  • Largest net degree at the start of global routing: 23
  • First-pass GRT wire length: 5.87 mm
  • Total congestion overflow: 0
  • Antenna violations before repair: 0
  • Gr usage total: 15.3%
  • Vias in the first global route: 1210

Pwr
  • Peak supply drop: 0.143 mV
  • Lkg Pwr: 1.27 nW
  • Internal power: 0.832 mW
  • Sequential share of power: 54.3%
  • Sw frac: 19.1%
  • Pwr/cell area: 315 nW/um^2
  • Comb power frac: 8.3%
  • Psw: 0.197 mW
  • Clock group share of total power: 37.4%

Run
  • Tool Warnings: 76
  • Max Cap Violations: 0

Critical path
  • Arrival @ worst endpoint: 2.62 ns
  • Worst Path Class, Setup: in2out
  • Worst setup path endpoint: flash_oe
  • CP max FO: 12
  • Reg2reg end: wb_dat_o[31]
  • Reg-to-reg slack, setup: 3.17 ns
  • Worst r2r src: waitstate[0]
  • Endpoint type of the worst setup path: output pin
  • Crit path launch: wb_cyc_i
  • Crit path required time: 4.08 ns
  • CP Launch Type: input port
  • Worst r2r path cells: 5

Hold path
  • Min-delay worst type: reg2reg

Placed design
  • GPL Wtd Cong: 0.817
  • DP HPWL: 3.03 mm
  • PortBufs: 90

Outcome
  • Status: complete, no violations
-- final cells by class --
| cell class | count | area, um^2 |
|---|---|---|
| clock inverter | 7 | 58.8 |
| clock buffer | 9 | 124 |
| fill | 408 | 1870 |
| timing repair buffer | 93 | 923 |
| inverter | 5 | 18.8 |
| sequential | 59 | 1720 |
| tap | 70 | 87.6 |
| multi-input combinational | 50 | 337 |
-- stage by stage --
stage | total power, mW | worst slack (ns) | instance area (um^2) | instances | hold WS (ns)
2_1_floorplan | 0.585 | 2.71 | 2190 | 129 | 0.445
3_3_place_gp | 0.655 | 1.46 | 3090 | 277 | 0.469
3_5_place_dp | 0.656 | 1.43 | 3090 | 277 | 0.478
4_1_cts | 1.04 | 1.46 | 3270 | 293 | 0.493
5_1_grt | 1.07 | 1.38 | 3270 | 293 | 0.530
6_report | 1.03 | 1.46 | 3270 | 293 | 0.485
-- kinds of logic after synthesis --
group           count (synthesis)  synth area share [%]
compound gates                  9                  2.96
xor+xnor                        2                 0.813
fa+ha+maj                       4                  2.32
buf+inv                        20                  6.09
flops                          59                  79.9
mux                             1                 0.464
other cells                     2                 0.348
simple gates                   23                  7.14
-- cells in the mapped netlist, types with 2 or more instances --
master | count | share of area (%)
a31oi_1 | 4 | 1.2
and3_1 | 8 | 2.3
buf_4 | 11 | 3.8
buf_6 | 2 | 1.0
clkbuf_1 | 2 | 0.35
conb_1 | 2 | 0.35
dfxtp_1 | 5 | 4.6
edfxtp_1 | 54 | 75
ha_1 | 4 | 2.3
inv_1 | 5 | 0.87
nand2_1 | 2 | 0.35
nand3_1 | 2 | 0.46
nand3b_4 | 2 | 1.9
nor2_1 | 6 | 1.0
-- power by group through the flow --
stage | logic, mW | clock network [mW] | registers, mW
CTS | 0.0867 | 0.393 | 0.559
global route | 0.0935 | 0.413 | 0.561
finish | 0.0853 | 0.385 | 0.559
-- how the worst min path moves through the flow --
stage         depth (start not counted)    startpoint           end
finish                                1  waitstate[0]  waitstate[0]
global route                          1  waitstate[0]  waitstate[0]
CTS                                   1  waitstate[0]  waitstate[0]
-- per-layer routing --
layer,routed length (um),share of wire [%],GRT usage (%)
met4,85,2.0,3.50
met3,369,8.7,5.76
met2,2120,50,23.6
met1,1680,40,22.7
met5,0,0,0
-- worst max-delay path, stage by stage --
cell and delay [ns]:
clkdlybuf4s50_1 0.72, nand2_1 0.18, or2_2 0.30, clkdlybuf4s50_1 0.41
-- flip-flops by register name (all words and copies together), names as in the netlist --
register     cells
waitstate        4
wb_dat_o        32
flash_adr_o     22
wb_ack_o         1
No activity file was given, so power comes from the tool's default toggle rates.
